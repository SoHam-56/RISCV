File: flow/config.mk
export PLATFORM = sky130hd
export DESIGN_NAME = xilinx_single_port_ram_read_first
export DESIGN_NICKNAME = xilinx_single_port_ram_read_first
export VERILOG_FILES = /design/flow/design.v
export SDC_FILE = /design/flow/constraint.sdc
export NUM_CORES = 4
export LEC_CHECK = 1
export CORE_UTILIZATION = 30
export SYNTH_MEMORY_MAX_BITS = 65536
File: flow/constraint.sdc
current_design xilinx_single_port_ram_read_first

set clk_period 62.1
set clk_io_pct 0.2

create_clock -name clk0 -period $clk_period [get_ports {clka}]

set non_clock_inputs [all_inputs -no_clocks]
set_input_delay [expr $clk_period * $clk_io_pct] -clock clk0 $non_clock_inputs
set_output_delay [expr $clk_period * $clk_io_pct] -clock clk0 [all_outputs]
File: flow/design.v
`timescale 1ns / 100ps
module xilinx_single_port_ram_read_first #(
  parameter RAM_WIDTH = 18,                        
  parameter RAM_DEPTH = 1024,                      
  parameter RAM_PERFORMANCE = "HIGH_PERFORMANCE",  
  parameter INIT_FILE = ""                         
) (
  input [clogb2(RAM_DEPTH-1)-1:0] addra,   
  input [RAM_WIDTH-1:0] dina,            
  input clka,                            
  input wea,                             
  input ena,                             
  input rsta,                            
  input regcea,                          
  output [RAM_WIDTH-1:0] douta           
);
  reg [RAM_WIDTH-1:0] BRAM [RAM_DEPTH-1:0];
  reg [RAM_WIDTH-1:0] ram_data = {RAM_WIDTH{1'b0}};
  generate
    if (INIT_FILE != "") begin: use_init_file
      initial
        $readmemh(INIT_FILE, BRAM, 0, RAM_DEPTH-1);
    end else begin: init_bram_to_zero
      integer ram_index;
      initial
        for (ram_index = 0; ram_index < RAM_DEPTH; ram_index = ram_index + 1)
          BRAM[ram_index] = {RAM_WIDTH{1'b0}};
    end
  endgenerate
  always @(posedge clka)
    if (ena) begin
      if (wea)
        BRAM[addra] <= dina;
      ram_data <= BRAM[addra];
    end
  generate
    if (RAM_PERFORMANCE == "LOW_LATENCY") begin: no_output_register
       assign douta = ram_data;
    end else begin: output_register
      reg [RAM_WIDTH-1:0] douta_reg = {RAM_WIDTH{1'b0}};
      always @(posedge clka)
        if (rsta)
          douta_reg <= {RAM_WIDTH{1'b0}};
        else if (regcea)
          douta_reg <= ram_data;
      assign douta = douta_reg;
    end
  endgenerate
  function integer clogb2;
    input integer depth;
      for (clogb2=0; depth>0; clogb2=clogb2+1)
        depth = depth >> 1;
  endfunction
endmodule
File: flow/run.sh
#!/bin/bash
# OpenROAD 26Q1-2900-gdf79404cd8, Yosys 0.63+post, stock flow scripts
make -C /OpenROAD-flow-scripts/flow DESIGN_CONFIG=/design/flow/config.mk WORK_HOME=/design/flow/orfs finish
==> flow_metrics.tcl <==
# metrics dict for downstream scripts
set metrics [dict create \
    dr_total_vias 361300 \
    worst_slack_ns 41.22 \
    drive_above_1_share_pct 18.65 \
    edf_count 18450 \
    max_freq_mhz 47.89 \
    cts_tree "yes" \
    yosysCellCount 35890 \
    place.gp.congestion 0.9065 \
    synth_cells 35890 \
    use_met1_pct 19.22 \
    dr.first_iter.drc_count 24930 \
    worst_pin_slew_ns 1.441 \
    holdPathEnd "output_register.douta_reg[8]$_SDFFE_PP0P_" \
    vdd_drop_max_uv 27.67 \
    routed_via_density 5.094 \
    worstHoldPathType "register to register" \
    cts_max_level 7 \
    ff2ff_path_depth 11 \
    cts_made_buffers 1853 \
    core-area_sq_um 2342000 \
    cp-start-kind "input port" \
    ctsHoldBuffers 0 \
    cts_setup_buffers 0 \
    reg2reg_to "ram_data[2]$_DFFE_PP_" \
    drtAntennaViolNets 0 \
    ys.flops 18470 \
    clock_sinks 18470 \
    register_area_sq_um 554400 \
    clock_skew_ns 0.1966 \
    adder_share_pct 0 \
    r2r_setup_slack_ns 55.73 \
    dieArea_sq_um 2355000 \
    drt_wl_total_microns 2171000 \
    io_buffers 50 \
    busiest_layer "met2" \
    place_inst 67360 \
    first_pass_iters 8 \
    clk_pin_slew_ns 0.06 \
    ios 51 \
    hpwl_microns 1355000 \
    syn2layout_area_growth_pct 15.28 \
    critPathCaptureType "register" \
    grt_pass1_wl_microns 2979000 \
    r2r-start "BRAM[15][2]$_DFFE_PP_" \
    avgRoutedWirePerCell_microns 30.61 \
    path_class "input port to register" \
    worstPathRequired_ns 63.12 \
    drc 0 \
    lay_top_count "edfxtp_1" \
    hold_depth 2 \
    ff_type "edfxtp_1" \
    fillers 214800 \
    final_cells 70910 \
    synth_seq_share_pct 78.69 \
    grt_pass1_vias 375700 \
    max-slew-margin-rel_pct 3.941 \
    final.period_utilization_pct 33.62 \
    use_met2_pct 27.69 \
    layout_min_cycle_time_ns 20.88 \
    netlist_area_sq_um 704500 \
    yosys.area_share.aoi_pct 3.841 \
    clockBufferDepth 6 \
    utilization_pct 34.69 \
    fp_util_pct 30.09 \
    post_cts_resized 0 \
    holdCritStartpoint "output_register.douta_reg[8]$_SDFFE_PP0P_" \
    grt_max_degree 126 \
    clk_latency_ns 1.42 \
    powerDensity_nw_per_um2 31.24 \
    grt_util_all_layers_pct 19.34 \
    dp_slack_ns 40.01 \
    antenna_found_initial 181 \
    simple_gate_area_share_pct 2.069 \
    max_cap_violations 0 \
    outcome "complete, no violations" \
    largest_reg_flops 18430 \
    slew_violations 0 \
    setup_violations 0 \
    logic_area_sq_um 142000 \
    netlist_logic_family_top "multiplexers" \
    warning_count 57 \
    ys_chip_area_sq_um 704500 \
    synthesis.area_per_instance_sq_um 19.63 \
    ys_warn_count 1 \
    p_leak_nw 264.9 \
    path_max_fanout 79 \
    rows 562 \
    cp.arrival_ns 21.90 \
    fin_setup_tns_ns 0 \
    ys_types 59 \
    rsz0062_at_grt "no" \
    mux_area_share_pct 13.82 \
    met3_usage_pct 17.07 \
    die_h_microns 1534 \
    root_buffer "clkbuf_16" \
    synthArstFlopShare_pct 0 \
    die_width_microns 1534 \
    overflow 0 \
    hold_viol 0 \
    final_cell_mix "edfxtp_1, mux2i_1, o22ai_1, buf_4, clkbuf_16" \
    xor_share_pct 0 \
]
-- worst max-delay path, stage by stage --
cell       delay (ns)
buf_16           0.28
buf_4            0.55
buf_4            0.58
buf_4            0.64
buf_4            0.52
buf_4            0.51
buf_4            0.69
buf_4            0.74
mux2i_1          0.28
o22ai_1          0.11
nor2_1           0.15
a31oi_1          0.24
buf_4            0.27
a2111oi_1        0.80
buf_4            0.30
nand3_1          0.72
nor4_2           1.41
buf_4            0.29
nand4_1          0.10
-- report_power, final --
part / internal, mW / switching (mW) / total (mW)
clock: 5.87 / 4.58 / 10.5
sequential: 13.7 / 0.0103 / 13.7
combinational: 0.340 / 0.856 / 1.20
-- how the worst max path moves through the flow --
stage,start,endpoint,slack (ns),depth (start not counted)
5_1_grt,addra[1],ram_data[2]$_DFFE_PP_,41.03,19
4_1_cts,addra[0],ram_data[9]$_DFFE_PP_,41.41,19
6_report,addra[1],ram_data[2]$_DFFE_PP_,41.22,19
-- cells in the mapped netlist (11+ instances only) --
master	count	share of area (%)
a211oi_1	13	0.014
a21oi_1	68	0.048
a221oi_1	48	0.060
a22o_1	12	0.015
a22oi_1	610	0.65
a31oi_1	64	0.057
and3_1	16	0.014
buf_1	144	0.077
buf_2	1043	0.74
buf_4	213	0.23
buf_6	107	0.17
clkbuf_1	684	0.36
dfxtp_1	18	0.051
edfxtp_1	18450	79
mux2_2	31	0.050
mux2i_1	6463	9.2
mux4_2	1435	4.6
nand2_1	559	0.30
nand2b_1	13	0.012
nand3_1	145	0.10
nand4_1	146	0.13
nor2_1	1344	0.72
nor2b_1	14	0.012
nor3_1	150	0.11
nor4_1	694	0.62
o2111ai_1	98	0.12
o211ai_1	86	0.092
o21ai_0	247	0.18
o221ai_1	11	0.014
o22ai_1	2887	2.6
or4_1	13	0.014
-- final cells by class --
type	count	area share [%]
sequential	18470	68.26
multi-input combinational	15230	17.49
clock buffer	2303	5.967
tap	31020	4.779
timing repair buffer	2642	2.554
clock inverter	974	0.8690
antenna	277	0.08534
inverter	3	0.002773
-- metal layers --
layer | vias up | wire, microns
met5 | - | 8030
met4 | 249 | 124300
met3 | 4248 | 425500
met2 | 22260 | 967700
met1 | 181600 | 645300
li1 | 152900 | -
-- stage by stage --
step                cell area, sq um  power, mW  hold slack, ns
floorplan                     704500      14.53          0.4365
finish                        812200      25.37          0.4942
CTS                           811400      25.48          0.4980
detailed placement            755900      15.18          0.4826
global placement              755800      15.17          0.4742
global route                  811800      25.99          0.5213
-- kinds of logic after synthesis --
kind of cell / after synthesis
flip-flops: 18470
multiplexers: 7929
AND-OR/OR-AND: 4169
AND/OR/NAND/NOR: 3129
buffers and inverters: 2195
Power figures rest on the tool's default switching activity, not on a simulated workload.
