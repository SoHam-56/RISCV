[flow/config.mk]
export PLATFORM = sky130hd
export DESIGN_NAME = memctrl
export DESIGN_NICKNAME = memctrl
export VERILOG_FILES = /design/flow/design.v
export SDC_FILE = /design/flow/constraint.sdc
export NUM_CORES = 4
export LEC_CHECK = 1
export CORE_AREA = 10 10 91 91
export DIE_AREA = 0 0 101 101
[flow/constraint.sdc]
current_design memctrl

set clk_period 1.6
set clk_io_pct 0.2

create_clock -name clk0 -period $clk_period [get_ports {clk_i}]

set non_clock_inputs [all_inputs -no_clocks]
set_input_delay [expr $clk_period * $clk_io_pct] -clock clk0 $non_clock_inputs
set_output_delay [expr $clk_period * $clk_io_pct] -clock clk0 [all_outputs]
[flow/design.v]
`timescale 1ns / 100ps
module memctrl #(
    parameter int RAM_WIDTH = 18,
    parameter int RAM_DEPTH = 1024
) (
    input  logic                             cntlr_rd_i,
    input  logic [$clog2(RAM_DEPTH-1)-1:0]   cntlr_raddr_i,
    output logic [RAM_WIDTH-1:0]             cntlr_rd_data_o,
    output logic                             cntlr_rd_valid_o,
    input  logic                             cntlr_wr_i,
    input  logic [$clog2(RAM_DEPTH-1)-1:0]   cntlr_waddr_i,
    input  logic [RAM_WIDTH-1:0]             cntlr_wr_data_i,
    output logic                             cntlr_wr_done_o,
    input  logic                             clk_i,
    input  logic                             rstn_i,
    output logic                             mem_rd_o,
    output logic                             mem_wr_o,
    output logic [$clog2(RAM_DEPTH-1)-1:0]   mem_addr_o,
    output logic [RAM_WIDTH-1:0]             mem_wr_data_o,
    input  logic [RAM_WIDTH-1:0]             mem_rd_data_i
);
    typedef enum logic [2:0] {
        IDLE,
        READ_REQ,
        READ_WAIT,
        READ_COMPLETE,
        WRITE_REQ,
        WRITE_WAIT,
        WRITE_COMPLETE
    } state_t;
    state_t current_state, next_state;
    logic [1:0] wait_cycles;
    always_ff @(posedge clk_i or negedge rstn_i) begin
        if (!rstn_i) begin
            current_state <= IDLE;
            wait_cycles <= '0;
        end else begin
            current_state <= next_state;
            if (current_state == READ_WAIT || current_state == WRITE_WAIT)
                wait_cycles <= wait_cycles + 1'b1;
            else
                wait_cycles <= '0;
        end
    end
    always_comb begin
        next_state = current_state;
        mem_rd_o = 1'b0;
        mem_wr_o = 1'b0;
        mem_addr_o = '0;
        mem_wr_data_o = '0;
        cntlr_rd_valid_o = 1'b0;
        cntlr_rd_data_o = '0;
        cntlr_wr_done_o = 1'b0;
        case (current_state)
            IDLE: begin
                if (cntlr_rd_i) begin
                    next_state = READ_REQ;
                end
                else if (cntlr_wr_i) begin
                    next_state = WRITE_REQ;
                end
            end
            READ_REQ: begin
                mem_rd_o = 1'b1;
                mem_addr_o = cntlr_raddr_i;
                next_state = READ_WAIT;
            end
            READ_WAIT: begin
                mem_rd_o = 1'b1;
                mem_addr_o = cntlr_raddr_i;        
                if (wait_cycles == 2'b10) begin    
                    next_state = READ_COMPLETE;
                end
            end
            READ_COMPLETE: begin
                cntlr_rd_valid_o = 1'b1;
                cntlr_rd_data_o = mem_rd_data_i;
                if (cntlr_rd_i) begin
                    next_state = READ_REQ;
                end else begin
                    next_state = IDLE;
                end
            end
            WRITE_REQ: begin
                if (cntlr_rd_i) begin
                    next_state = READ_REQ;
                end else begin
                    mem_wr_o = 1'b1;
                    mem_addr_o = cntlr_waddr_i;
                    mem_wr_data_o = cntlr_wr_data_i;
                    next_state = WRITE_WAIT;
                end
            end
            WRITE_WAIT: begin
                if (cntlr_rd_i) begin
                    next_state = READ_REQ;
                end else begin
                    mem_wr_o = 1'b1;
                    mem_addr_o = cntlr_waddr_i;
                    mem_wr_data_o = cntlr_wr_data_i;
                    if (wait_cycles == 2'b01) begin
                        next_state = WRITE_COMPLETE;
                    end
                end
            end
            WRITE_COMPLETE: begin
                cntlr_wr_done_o = 1'b1;
                if (cntlr_rd_i) begin
                    next_state = READ_REQ;
                end else begin
                    next_state = IDLE;
                end
            end
        endcase
    end
endmodule
[flow/run.sh]
#!/bin/bash
# OpenROAD 26Q1-2900-gdf79404cd8, Yosys 0.63+post, stock flow scripts
make -C /OpenROAD-flow-scripts/flow DESIGN_CONFIG=/design/flow/config.mk WORK_HOME=/design/flow/orfs finish
==> summary.txt <==
Placed Instances = 270
Post-Place Setup Slack = -0.516 ns
dpl cell area = 1920 sq um
Max Buffers Root-to-Sink = 2
Critical Path Start Type = flip-flop
setup repair after global routing missed its margin = yes
routed vias = 1059
Registers, synthesis = 9
static power due to leakage = 1.07 nW
cell area after synthesis = 704 sq um
pin slew with the least headroom to its limit = 0.406 ns
core area = 6350 sq um
CTS Sinks = 9
# Max-Cap Violations = 0
biggest combinational cell group after synthesis = simple AND/OR/NAND/NOR gates
pin count of the biggest net entering global routing = 12
cell at the root of the clock tree = clkbuf_8
clock period minus worst slack = 1.83 ns
area of the die = 10200 sq um
top logic cells by instance count in the layout = 60 x clkdlybuf4s50_1, 23 x buf_6, 20 x and2_1, 20 x dlygate4sd2_1, 17 x and2_4
proportion of synthesized area in mux cells = 0
worst endpoint data arrival time = 1.51 ns
max-slew violation count = 0
internal cell power = 830 uW
total design power = 1.14 mW
number of placement rows = 29
starting DRC count in detailed routing = 27
clock buffer count from CTS = 3
number of buffer cells added on primary ports = 109
Critical Path End Type = primary output
worst hold margin = 0.387 ns
worst clock skew = 0.000236 ns
number of instances in the synthesized netlist = 82
sequential cell fraction of total power = 0.263
final routed DRC violation total = 0
share of total power in the clock network = 0.231
insertion delay at the late pin of the worst-skew pair = 0.23 ns
worst r2r src = current_state[1]$_DFF_PN0_
half-perimeter wire length after placement = 3420 um
final standard cell area without fillers = 2170 sq um
gr ovfl total = 0
Slew HR = 0.729
path category of the worst min-delay check = in -> async
routed wire length = 4340 um
vias in the first global route = 1094
VDD IR max = 0.000548 V
xor/xnor share of the synthesized area = 0
outcome = complete, but fails checks
final setup violating endpoints = 29
power density of the placed cells = 526 nW/um^2
routed wirelength normalized by instance count = 15.1 um
crit path DRT = 1.28 ns
Crit Path Max Fanout = 6
die height = 101 um
sequential area share after synthesis = 0.321
Core Util at FP = 0.111
count of antenna diodes in the layout = 0
dominant logic cell type in the layout = clkdlybuf4s50_1
combinational cell fraction of total power = 0.506
Peak Freq = 548 MHz
share of post-route cells with drive strength above 1 = 0.346
Yosys Chip Area = 704 sq um
GRT Resource Usage Total = 0.0762
setup slack after layout = -0.225 ns
number of cells in Yosys stat = 82
Synth Warn # = 1
IO Pins = 110
number of library cell types mapped by synthesis = 21
Switching Power = 310 uW
post-CTS clock slew at the launch and capture registers of the worst setup and hold paths = 0.04 ns
Adder Area Share = 0.0355
post-route fraction of the period consumed by the critical path = 1.14
TritonCTS clock tree = built
first-pass GRT wire length = 6210 um
count of TritonRoute iterations in the first routing pass = 3
final hold viol count = 0
aoi share = 0.178
launch point of the critical path = current_state[1]$_DFF_PN0_
post-synthesis simple-gate area fraction = 0.398
Crit Path Class = reg -> out
area growth from synthesis to final layout = 207%
number of nets with antenna violations after routing = 0
count of hold-fix buffers inserted at cts = 0
number of H-tree levels = 1
switching part of the total = 0.272
die x size = 101 um
syn_area_per_cell = 8.59 sq um
routability cong. = 0.726
OpenROAD warning count = 28
non-filler cells in the finished layout = 288
number of antenna violations at the first check in global routing = 0
vias per inst = 3.68
violated checks = negative setup slack
[path summary, 6_finish.rpt]
check / end / slack [ns] / cells past startpoint
worst max-delay path: mem_addr_o[1] / -0.23 / 6
worst min-delay path: current_state[1]$_DFF_PN0_ / 0.39 / 1
worst max register to register: current_state[5]$_DFF_PN0_ / 0.26 / 6
worst min register to register: wait_cycles[0]$_DFF_PN0_ / 0.47 / 1
max in group asynchronous: current_state[0]$_DFF_PN1_ / 0.89 / 1
min in group clk0: wait_cycles[0]$_DFF_PN0_ / 0.47 / 1
[cells by family (layout without fill, tap and decap cells)]
kind of cell             count (synthesis)  count (layout)
buffers and inverters                    9             137
adder cells (fa/ha/maj)                  2               2
AND/OR/NAND/NOR                         47              48
AND-OR/OR-AND                           15              15
flip-flops                               9               9
[repair_timing]
item | 4_1_cts | 5_1_grt
gates cloned | 4 | 0
resized | 125 | 27
setup buffers | 9 | 2
pin swaps | 19 | 15
endpoints found under the setup margin | 48 | 28
[critical path: stages, from the launching register on]
cell and delay [ns]:
dfrtp_1 0.38, o21ba_4 0.24, buf_6 0.13, buf_16 0.13, buf_6 0.10, a22o_1 0.18, buf_2 0.11
[flip-flops by register name, summed over array words and instances, names as in the netlist]
| register | cells |
|---|---|
| wait_cycles | 2 |
| current_state | 7 |
[layer usage]
metal / vias up / GRT usage / share of wire
met3: 0 / 0.0416 / 0.14
met4: 0 / 0.00107 / 0
met2: 62 / 0.122 / 0.46
li1: 526 / - / -
met1: 471 / 0.0938 / 0.40
met5: - / 0 / 0
[per-stage QoR]
stage	utilization	setup TNS, ns
after floorplan	-	0
after global placement	0.303	-15.30
after global routing	0.341	-5.12
after detailed placement	0.303	-15.62
final	0.341	-3.68
after CTS	0.322	-4.65
[synth_stat cells, drive strengths merged]
master | number | area, sq um
or2 | 1 | 6.26
dfrtp | 8 | 200
and3b | 1 | 8.76
a22o | 10 | 87.6
nor2 | 5 | 18.8
buf | 4 | 28.8
inv | 4 | 15.0
ha | 2 | 25.0
o21ba | 1 | 10.0
and2 | 37 | 231
dfstp | 1 | 26.3
a21o | 1 | 7.51
a21boi | 2 | 15.0
nor3 | 1 | 5.00
clkbuf | 1 | 3.75
nand2b | 1 | 6.26
nand2 | 1 | 3.75
a21oi | 1 | 5.00
[layout make-up]
cell class                      instances  area (sq um)
Sequential cell                         9           226
Tap cell                               77          96.3
Timing Repair Buffer                  129          1290
Clock buffer                            4          45.0
Inverter                                4          15.0
Multi-Input combinational cell         65           488
Fill cell                             630          4180
[power groups by stage]
| stage | Clock [mW] | Sequential (mW) | Combinational [mW] |
|---|---|---|---|
| 4_1_cts | 0.266 | 0.302 | 0.581 |
| 5_1_grt | 0.286 | 0.308 | 0.642 |
| 6_report | 0.263 | 0.300 | 0.577 |
Power is estimated from default activity; no workload was simulated.
